===== /design/flow/run.sh =====
#!/bin/bash
# OpenROAD 26Q1-2900-gdf79404cd8, Yosys 0.63+post, stock flow scripts
make -C /OpenROAD-flow-scripts/flow DESIGN_CONFIG=/design/flow/config.mk WORK_HOME=/design/flow/orfs finish

===== /design/flow/config.mk =====
export PLATFORM = sky130hd
export DESIGN_NAME = custom_parallel_LFSR
export DESIGN_NICKNAME = custom_parallel_LFSR
export VERILOG_FILES = /design/flow/design.v
export SDC_FILE = /design/flow/constraint.sdc
export NUM_CORES = 4
export LEC_CHECK = 1
export CORE_AREA = 10 10 99 99
export DIE_AREA = 0 0 109 109

===== /design/flow/constraint.sdc =====
current_design custom_parallel_LFSR

set clk_period 1.7
set clk_io_pct 0.2

create_clock -name clk0 -period $clk_period [get_ports {i_clk}]

set non_clock_inputs [all_inputs -no_clocks]
set_input_delay [expr $clk_period * $clk_io_pct] -clock clk0 $non_clock_inputs
set_output_delay [expr $clk_period * $clk_io_pct] -clock clk0 [all_outputs]

===== /design/flow/design.v =====
module custom_parallel_LFSR #(
    parameter LFSR_N    =   8,
    parameter LFSR_M    =   4,
    parameter LFSR_P    =   'h8E,
    parameter LFSR_R    =   'hc3   
) (
    input                       i_clk,
    input                       i_rst_n,
    input                       i_LFSR_enable,
    input                       i_LFSR_load,
    input  [LFSR_N-1:0]         i_LFSR_seed,
    output [LFSR_M*LFSR_N-1:0]  o_LFSR_val
);
localparam LFSR_MASK = LFSR_P[LFSR_N-1:0];   
reg [LFSR_N-1:0]    LFSR0;
reg [LFSR_N-1:0]    r_LFSR_results  [0:LFSR_M-1];
wire[LFSR_N-1:0]    w_LFSR_next_val [0:LFSR_M-1];
wire                w_LFSR_next_0   [0:LFSR_M-1];
wire[LFSR_N-1:0]    w_LFSR0_next_val;
genvar i;
generate
    assign w_LFSR_next_0  [0]   =   ^(LFSR0 & LFSR_MASK);                       
    assign w_LFSR_next_val[0]   =   {LFSR0[LFSR_N-2:0], w_LFSR_next_0[0]};   
    assign w_LFSR0_next_val     =   (i_LFSR_load)?(i_LFSR_seed):(w_LFSR_next_val[LFSR_M-1]);
    for (i = 1; i < LFSR_M; i = i + 1) begin
        assign w_LFSR_next_0  [i]   =   ^(w_LFSR_next_val[i-1] & LFSR_MASK);                         
        assign w_LFSR_next_val[i]   =   {w_LFSR_next_val[i-1][LFSR_N-2:0], w_LFSR_next_0[i]};    
    end
endgenerate
integer k,m;
always @(posedge i_clk, negedge i_rst_n) begin
    if (!i_rst_n) begin
        for (k = 0; k < LFSR_M; k = k + 1) begin
            r_LFSR_results[k]  <=  LFSR_R;
        end
    end else begin
        if (i_LFSR_enable && !i_LFSR_load) begin
            for (m = 0; m < LFSR_M; m = m + 1) begin
                r_LFSR_results[m] <= w_LFSR_next_val[m];
            end
        end
    end
end
genvar j;
generate
    for (j = 0; j < LFSR_M; j = j + 1) begin
        assign o_LFSR_val[j*LFSR_N +: LFSR_N] = r_LFSR_results[j];
    end
endgenerate
 assign w_feedback_bit =^(LFSR0 & LFSR_MASK); 
 always @(posedge i_clk, negedge i_rst_n) begin
     if (!i_rst_n) begin
         LFSR0 <= LFSR_R;  
     end else begin
         if (i_LFSR_enable == 1'b1) begin
            LFSR0   <=  w_LFSR0_next_val;  
         end else begin
            LFSR0 <= LFSR0;
         end
     end
 end
endmodule

==> impl_metrics.csv <==
group,metric,value,unit
grt,grt_pass1_wl,5000,um
timing,setup_viol_count_final,0,
placement,gp_routability_congestion,0.845,
pwr,comb_power_share,44.1,%
job,drv_cap,0,
critical_path,critical_path.cell_chain,"clkdlybuf4s50_1",
pwr,power.total,0.00265,W
placement,io_buffers,43,
synth,ys_chip_area,1220,um2
timing,maxSlewHeadroom,78.6,%
route,drt-initial-drc-count,112,
grt,grt_use_total,5.27,%
pwr,cellLeakagePower,0.759,nW
critical_path,worstSetupEndpointType,"primary output",
worst_hold_path,hold_path_class,"in2async",
floorplanning,row_count,32,
pwr,switching_share,29.7,%
route,dr.pass1.iters,4,
finish,fill_cells,813,
synth,ys.flops,25,
floorplanning,core,7730,um2
clock_network,path_clk_slew,0.09,ns
status,status,"finished clean",
pwr,p_int,0.00186,W
timing,rsz0062_at_grt,"no",
synth,ys_warn_count,3,
grt,antenna_found_initial,0,
synth,netlist_area,1220,um2
critical_path,crit_path_top_delay_cell,"dfstp_2",
route,via_count,948,
grt,grt_pass1_vias,952,
synth,ys_seq_share,52.8,%
critical_path,cp_num_buf_inv,1,
clock_network,ctsHoldBuffers,0,
critical_path,crit_path_start_kind,"register",
finish,drive_gt1_share,17.6,%
critical_path,cp.arrival,1.29,ns
clock_network,cts_sinks,25,
floorplanning,initCoreUtil,15.8,%
finish,design_area,1760,um2
route,post_drt_wl_per_cell,11.8,um
pwr,power_switching,0.000789,W
timing,final_hold_viol_count,0,
pwr,sequentialPowerShare,42.7,%
timing,whs,0.439,ns
critical_path,reg2reg_slack,0.25,ns
critical_path,cp_slowest_stage_delay,0.57,ns
critical_path,worst_r2r_path_depth,4,
timing,slew_violations,0,
timing,clock_skew,0.00760,ns
synth,ys_cells,129,
job,openroad.warnings,25,
clock_network,clk_latency,0.27,ns
placement,hpwl,2610,um
synth,top_cells_by_area,"dfstp_2 30%, dfrtp_1 23%, nand2_1 11%",
clock_network,cts_max_level,1,
clock_network,cts-root-buf,"clkbuf_8",
synth,synth.avg_cell_area,9.44,um2
timing,fmax,612,MHz
timing,final.setup.tns,0,ns
synth,synthDominantCellAreaShare,30.2,%
critical_path,reg2reg_to,"r_LFSR_results[3][2]",
pwr,powerDensity,1510,nW/um2
finish,final_util,22.8,%
pwr,ir_worst_vdd,0.479,mV
critical_path,cp_top_family,"flip-flops",
finish,syn_to_final_growth,44.5,%
critical_path,r2r-start,"LFSR0[1]",
floorplanning,die_h,109,um
route,antenna_cells,0,
floorplanning,die_x,109,um
route,routed_wl,3150,um
route,viasPerCell,3.55,
floorplanning,ios,44,
grt,grt_max_degree,26,
critical_path,cp_max_fo,3,
synth,synth_cell_types,21,
synth,yosys.area.top_type,"dfstp_2",
clock_network,cts_tree,"built",
critical_path,cp-startpoint,"r_LFSR_results[1][0]",
route,ant_nets,0,
timing,worst_slew_pin_slew,0.321,ns
floorplanning,die_area,11900,um2
clock_network,numCtsBuffers,3,
critical_path,path_depth,1,
critical_path,crit_end,"o_LFSR_val[17]",
critical_path,required,1.36,ns
timing,period_minus_slack,1.63,ns
clock_network,cts_buffer_depth,2,
timing,fin_crit_sh,96.0,%
route,drc,0,
placement,dpl-instance-area,1700,um2
pwr,p_clk_share,13.2,%
grt,grt_overflow,0,
critical_path,critPathKind,"reg2out",
synth,synth_cells,129,
## kinds of logic after synthesis
kind of cell,count (synthesis),share of synthesized area (%)
multiplexers,4,3.39
XOR/XNOR,9,8.22
AND/OR/NAND/NOR,56,17.7
flip-flops,25,52.8
buffers and inverters,22,11.6
AND-OR/OR-AND,13,6.27
## cell usage in the layout, fill, tap and decap left out, types with 2 or more instances in the layout
cell              n
clkbuf_8          3
nand2_1          37
a2bb2oi_1         2
dfrtp_1          11
mux2i_1           3
dlymetal6s2s_1    2
dfstp_2          14
inv_1             3
buf_4             8
nand3_1           2
a21oi_1           6
clkdlybuf4s50_1  41
o21ai_0           3
xnor2_1           6
nor2_1           16
## final cells by class
cell class,count,area (um2),share of cell area [%]
Clock buffer,3,41.3,2.35
Tap cell,102,128,7.25
Inverter,3,11.3,0.640
Clock inverter,1,7.51,0.427
Multi-Input combinational cell,82,433,24.6
Timing Repair Buffer,51,495,28.2
Sequential cell,25,643,36.6
## worst min-delay path by stage
stage         depth (start not counted)  startpoint  slack, ns              endpoint
CTS                                   2     i_rst_n       0.45  r_LFSR_results[1][4]
global route                          2     i_rst_n       0.46              LFSR0[2]
finish                                2     i_rst_n       0.44              LFSR0[2]
## Yosys cell counts
master     instances
buf_2              2
xor2_1             1
nand3_1            2
o21ai_1            1
dfrtp_1           11
a21oi_1            6
clkbuf_1           2
nor2_1            16
xnor3_1            1
nand2_1           37
mux2i_1            3
a2bb2oi_1          2
xnor2_1            6
inv_1              3
xor2_2             1
o2bb2ai_1          1
o21ai_0            3
buf_4             15
mux2_2             1
or2_2              1
dfstp_2           14
## power groups by stage
| stage | sequential (W) | combinational (W) | clock [W] |
|---|---|---|---|
| 4_1_cts | 0.00115 | 0.00120 | 0.000372 |
| 5_1_grt | 0.00118 | 0.00132 | 0.000397 |
| 6_report | 0.00113 | 0.00117 | 0.000351 |
## sequential cells by signal (all words and copies together), names as in the netlist
signal	count
r_LFSR_results	17
LFSR0	8
## routing by layer
layer	routed length, um	GRT usage (%)	vias up
met5	0	0	-
met4	0	0.471	0
met3	288	1.79	0
met2	1540	8.70	29
met1	1320	6.83	454
li1	-	-	465
## through the flow
stage | setup WS [ns] | instances
global placement | 0.119 | 262
floorplan | 0.408 | 129
finish | 0.0672 | 267
detailed placement | 0.0803 | 262
global route | 0.0113 | 267
CTS | 0.00950 | 266
## repair_timing
item	4_1_cts	5_1_grt
setup endpoints to repair	0	3
buffers inserted	0	1
gates resized	0	2
Power figures rest on the tool's default switching activity, not on a simulated workload.
